==> /design/flow/run.sh <==
#!/bin/bash
# OpenROAD 26Q1-2900-gdf79404cd8, Yosys 0.63+post, stock flow scripts
make -C /OpenROAD-flow-scripts/flow DESIGN_CONFIG=/design/flow/config.mk WORK_HOME=/design/flow/orfs finish
==> /design/flow/config.mk <==
export PLATFORM = sky130hd
export DESIGN_NAME = PWM
export DESIGN_NICKNAME = PWM
export VERILOG_FILES = /design/flow/design.v
export SDC_FILE = /design/flow/constraint.sdc
export NUM_CORES = 4
export LEC_CHECK = 1
export CORE_AREA = 10 10 78 78
export DIE_AREA = 0 0 88 88
==> /design/flow/constraint.sdc <==
current_design PWM

set clk_period 2.0
set clk_io_pct 0.2

create_clock -name clk0 -period $clk_period [get_ports {ipClk}]

set non_clock_inputs [all_inputs -no_clocks]
set_input_delay [expr $clk_period * $clk_io_pct] -clock clk0 $non_clock_inputs
set_output_delay [expr $clk_period * $clk_io_pct] -clock clk0 [all_outputs]
==> /design/flow/design.v <==
module PWM(
  input      ipClk,
  input      ipReset,
  input [7:0]ipDutyCycle,
  output reg opPWM
);
reg [7:0]Count;
always @(posedge ipClk) begin
    if (!ipReset) begin
        if (ipDutyCycle > Count) 
            opPWM <= 1;
        else
            opPWM <= 0;
        Count <= Count + 1;
    end else begin
        Count <= 0;
    end
end
endmodule
==> qor.yml <==
vias: 416
cts_tree: "built"
ys_area_um2: 553
die_h_um: 88
arrival_ps: 1690
clk_latency_ps: 230
routed_wl_um: 1030
hold_start: "Count[0]$_SDFF_PP0_"
crit_chain: "clkdlybuf4s50_1, ha_1, and4_1, a21boi_1, o31a_1"
cp_slowest_cell: "clkdlybuf4s50_1"
netlist.top_cell.by_area: "dfxtp_1"
cts_buffers: 3
drive_above_1_share_pct: 6.85
fin_crit_ps: 1700
antenna_found_initial: 0
fin_hold_ws_ps: 500
die_area_um2: 7740
synthCells: 60
core_area_um2: 4410
rrSetupSlack_ps: 460
post_cts_buffers: 0
min_path_cells: 1
pin_count: 11
required_ps: 1980
hold_path.class: "flop to flop"
clock-sinks: 9
r2r_cells: 6
cts_hold_buf: 0
cp-start-kind: "input port"
hold_path_end: "Count[0]$_SDFF_PP0_"
first_pass_iters: 4
synth-async-reset-ratio_pct: 0
critPathKind: "input port to flop"
h-tree-depth: 1
grt_pass1_wl_um: 1730
grt_max_degree: 10
fin_cells: 125
wl_per_cell_um: 8.26
synth_area_per_cell_um2: 9.22
post_dp_cell_area_um2: 714
max_freq_mhz: 587
rows: 24
path_delay_family: "buffers and inverters"
setup_viol: 0
maxSlewViolCount: 0
synth_seq_share_pct: 34.4
rsz0062_at_grt: "no"
top_cells_by_area: "dfxtp_1 (29%), ha_1 (20%), xnor2_1 (9.5%)"
placed_cells: 121
cp-end-kind: "flop"
viasPerCell: 3.33
cts_resized: 0
synth.distinct_cells: 22
ir_drop_mv: 0.187
reg2reg_from: "Count[3]$_SDFF_PP0_"
hold_viol: 0
finalSetupTns_ps: 0
fin_skew_ps: 3.59
ys_ff: 9
power_density_nw_per_um2: 604
clock_path_buffers: 2
drtAntennaViolNets: 0
die-width_um: 88
initialDrtViolationCount: 22
design_area_um2: 759
post-route-util_pct: 17.2
edf_count: 1
antennaDiodeCount: 0
tightest_slew_ps: 329
power_leakage_nw: 0.298
yosysCellCount: 60
critPathBufInv: 1
crit_path_max_fanout: 2
track_usage_pct: 2.66
first_global_vias: 391
place_ws_ps: 49.2
hpwl_um: 860
post-route-period-util_pct: 85.2
flop_cell: "dfxtp_1"
timing.rr.end: "opPWM$_DFFE_PN_"
slew_headroom_pct: 78.0
outcome: "finished clean"
cts-root-buf: "clkbuf_8"
port_buffers: 10
finalWorstSetupSlack_ps: 296
path_clk_slew_ps: 40
cp_slowest_stage_delay_ps: 430
drc: 0
gp_congestion: 0.793
common_cells: "ha_1 (9), dfxtp_1 (8), inv_1 (8), nor2_1 (8), xnor2_1 (6)"
grt.overflow.total: 0
top_area_share_pct: 29.0
yosys_warnings: 1
area_growth_pct: 37.3
max_cap_viol_count: 0
initCoreUtil_pct: 12.5
warning_count: 25
most_common_cell: "ha_1"
synth_area_um2: 553
p_total_mw: 0.459
-- state kept, by name (all words and copies together), names as in the netlist --
signal and flops:
Count 8, opPWM 1
-- power by group --
group	switching (mW)	internal (mW)	total [mW]
Clock	0.0672	0.138	0.206
Combinational	0.0211	0.0353	0.0564
Sequential	0.00679	0.190	0.197
-- how the worst max path moves through the flow --
stage / slack (ps) / startpoint / end / depth (start not counted)
4_1_cts: 290 / ipDutyCycle[6] / opPWM$_DFFE_PN_ / 5
5_1_grt: 240 / ipDutyCycle[1] / opPWM$_DFFE_PN_ / 6
6_report: 300 / ipDutyCycle[6] / opPWM$_DFFE_PN_ / 5
-- per-layer routing --
metal / up-vias / part of all wire (%) / track usage, %
met1: 176 / 45 / 3.23
met2: 10 / 44 / 4.23
li1: 226 / - / -
met4: 0 / 4.5 / 1.16
met5: - / 0 / 0
met3: 4 / 6.7 / 0.842
-- logic make-up after synthesis --
logic type               Yosys count  share of synthesized area, %
XOR/XNOR                           6                          9.50
AND/OR/NAND/NOR                   20                          21.5
buffers and inverters             10                          7.24
flip-flops                         9                          34.4
AND-OR/OR-AND                      6                          7.01
adder cells (fa/ha/maj)            9                          20.4
-- worst register-to-register path: cells and delay by family (launching register included) --
family	cells	cell delay [ps]
flops	1	360
simple gates	1	170
fa+ha+maj	1	280
compound gates	3	390
buf+inv	1	90
-- cell type report --
cell class	count	area [µm²]
fill	475	3650
inverter	9	36.3
clock buffer	4	45.0
sequential	9	190
multi-input combinational	41	323
tap	52	65.1
timing repair buffer	10	100
-- placed cells by master, fill, tap and decap left out, drive strengths merged --
master,synthesis,routed
inv,9,9
ha,9,9
xnor2,6,6
and4,1,1
and3,2,2
nor2b,2,2
o31a,1,1
clkdlybuf4s50,0,10
a21oi,1,1
dfxtp,8,8
nand3,3,3
edfxtp,1,1
and2,1,1
o21ai,2,2
nor2,8,8
a21boi,1,1
nand4,1,1
a211oi,1,1
nor4b,1,1
nand2,1,1
clkbuf,1,4
Power figures rest on the tool's default switching activity, not on a simulated workload.
