**flow/design.v**
```verilog
import Structures::*;
module QAM(
    input              			ipClk,
    input              			ipReset,
    input      [3:0]            ipQAMBlock,
    input                      ipQAMBlockValid,
    input      signed [17:0] ipI,
    input      signed [17:0] ipQ,
    output     reg opModulatedValid,
    output     reg[19:0] opModulated
); 
always @(posedge(ipClk)) begin
    if (!ipReset) begin
        opModulatedValid <= ipQAMBlockValid;
        case (ipQAMBlock)
            4'b0000: begin
                opModulated <= ipI + ipQ;
            end
            4'b0001: begin
                opModulated <= 3*ipI + ipQ;
            end
            4'b0010: begin
                opModulated <= -ipI + ipQ;
            end
            4'b0011: begin
                opModulated <= -3*ipI + ipQ;
            end
            4'b0100: begin
                opModulated <= ipI + 3*ipQ;
            end
            4'b0101: begin
                opModulated <= 3*ipI + 3*ipQ;
            end
            4'b0110: begin
                opModulated <= -ipI + 3*ipQ;
            end
            4'b0111: begin
                opModulated <= -3*ipI + 3*ipQ;
            end
            4'b1000: begin
                opModulated <= ipI - ipQ;
            end
            4'b1001: begin
                opModulated <= 3*ipI - ipQ;
            end
            4'b1010: begin
                opModulated <=  -ipI - ipQ;
            end
            4'b1011: begin
                opModulated <= -3*ipI - ipQ;
            end
            4'b1100: begin
                opModulated <= ipI - 3* ipQ;
            end
            4'b1101: begin
                opModulated <= 3*ipI - 3* ipQ;
            end
            4'b1110: begin
                opModulated <= -ipI - 3* ipQ;
            end
            4'b1111: begin
                opModulated <= -3*ipI -3*ipQ;
            end
        endcase
    end else  begin
        opModulated <= 0;
        opModulatedValid <= 0;
    end
end
endmodule
```
**flow/config.mk**
```make
export PLATFORM = sky130hd
export DESIGN_NAME = QAM
export DESIGN_NICKNAME = QAM
export VERILOG_FILES = /design/flow/design.v
export SDC_FILE = /design/flow/constraint.sdc
export NUM_CORES = 4
export LEC_CHECK = 1
export CORE_UTILIZATION = 30
```
**flow/constraint.sdc**
```tcl
current_design QAM

set clk_period 16.5
set clk_io_pct 0.2

create_clock -name clk0 -period $clk_period [get_ports {ipClk}]

set non_clock_inputs [all_inputs -no_clocks]
set_input_delay [expr $clk_period * $clk_io_pct] -clock clk0 $non_clock_inputs
set_output_delay [expr $clk_period * $clk_io_pct] -clock clk0 [all_outputs]
```
**flow/run.sh**
```bash
#!/bin/bash
# OpenROAD 26Q1-2900-gdf79404cd8, Yosys 0.63+post, stock flow scripts
make -C /OpenROAD-flow-scripts/flow DESIGN_CONFIG=/design/flow/config.mk WORK_HOME=/design/flow/orfs finish
```
==> notes.org <==
* Implementation run

** Status
- Status :: complete, no violations

** Global routing
- Vias in the first global route :: 11865
- Recorded from the global router log, the overflow total was 0.
- The number of antenna violations at the first check in global routing came to 0.
- First-pass GRT wire length :: 64.7 mm
- Largest net degree at the start of global routing :: 55
- In the global route stage, overall resource usage came out at 20.2%.

** STA
- Derived from the worst setup path, the maximum achievable clock frequency is 98.5 MHz.
- Hold-check failures listed in the final report amount to 0.
- Minimum hold slack :: 3.57 ns
- RSZ-0062 raised after global routing :: false
- The worst-case max-slew headroom was logged as 35.3%.
- After layout, the worst path uses 61.6% of the clock period.
- Final Setup Violations :: 0
- Final sum of negative setup slack :: 0 ns
- Looking at the max-slew report, the worst-margin pin has a slew of 0.946 ns.
- In the final report, the number of pins over their slew limit comes to 0.
- Setup slack after layout :: 6.34 ns
- Period minus WS final :: 10.16 ns

** Finish
- Between the synthesized netlist and the finished layout, the area growth was recorded as 10.4%.
- Cells fill 33.8% of the core in the end.
- The post-route netlist has 4.08% of its cells at a drive strength greater than 1.
- Multi-input gate area in the final layout :: 0.0112 mm²
- Registers take 420 µm².
- Layout fillers :: 4111

** Floorplanning
- Die width :: 204 µm
- Vertical die size :: 204 µm
- The floorplan report gives the top-level pin count as 64.
- Starting utilization of the core area :: 30.6%
- Floorplan die area :: 0.0417 mm²
- The floorplan has 73 rows.
- Area of the core region :: 0.0401 mm²

** Synth
- The synthesized design contains 0 enable-type register cells.
- Area figure in the yosys stat output :: 0.0123 mm²
- In this run, synthesis produced a sequential element count of 21.
- Warning count from the yosys run :: 2
- Number of instances in the synthesized netlist :: 1710
- Register share after synthesis :: 3.42%
- The synthesized netlist occupies a cell area of 0.0123 mm².
- Number of cells in Yosys stat :: 1710
- A synthesized cell averages 7.18 µm².
- Number of distinct standard cells referenced by the synthesized netlist :: 95
- The commonest register cell is sky130_fd_sc_hd__dfxtp_1.
- Share of flip-flops with an asynchronous set or reset after synthesis :: 0%

** Placed design
- Note, the detailed placer reported a final HPWL of 34.8 mm.
- As logged by OpenROAD, the buffers inserted on ports number 63.
- The placement summary gives the final routability congestion estimate as 0.953.
- Placement-stage worst setup slack :: 6.18 ns

** Clock network
- TritonCTS clock tree :: built
- Inserted Clock Buffers :: 3
- Post-CTS repair ended up resizing 0 cells.
- The post-CTS hold buffer count recorded in the log is 0.
- Total number of clock tree sinks :: 21
- Clock root buffer :: sky130_fd_sc_hd__clkbuf_16
- Post-CTS timing repair inserted 0 buffers for setup.
- No sink is reached through more buffers than the 2 on the longest clock path.
- Maximum level of the CTS H-tree :: 1
- After clock tree synthesis, the clock-pin slew on the worst setup and hold paths is 0.07 ns.

** Detailed routing
- In the post-route report, total wirelength is listed as 41.6 mm.
- The pre-antenna-repair detailed-routing pass consisted of 5 iterations.
- In the final routing, the length of wire on met1 measures 19.9 mm.
- Metal2 WL :: 17.5 mm
- The routed layout reports a DRC error count of 0.
- Top sig layer :: met4
- The final antenna diode tally reported by the flow is 0.
- Once detail routing completed, the nets flagged for antenna violations numbered 0.
- Vias :: 12707
- Post-detailed-route wirelength per cell :: 18.4 µm
- Initial DRC Count :: 882
- Post-detailed-route via-to-cell ratio :: 5.61
- Summed over all nets, wire length on met3 after detailed routing comes to 3.20 mm.

** Critical path
- Data arrival time of the worst path :: 10.35 ns
- The critical path maximum fanout is 8.
- The worst setup path is captured at a flip-flop.
- The setup path with the least slack is of type input pin to flip-flop.
- According to the timing report, the data required time at the worst endpoint equals 16.69 ns.
- Critical Path Source Type :: input pin

** Job
- The report counts max-capacitance violations totalling 0.
- Count of tool warnings :: 77

** Min path
- The min-delay analysis places its worst path in the category input pin to flip-flop.

** Power and ir drop
- The power report puts the leakage power at 6.00 nW.
- IR Drop Worst-Case VDD :: 37.1 µV
- The report lists the power per cell area as 70.3 mW/mm².
-- per-stage QoR --
step           cells  cell area (µm²)  power (mW)
6_report        2264            13600       0.953
5_1_grt         2264            13600        1.05
4_1_cts         2264            13600       0.945
3_5_place_dp    2260            13500       0.880
3_3_place_gp    2260            13500       0.872
2_1_floorplan   1710            12300       0.673
-- final timing paths --
check,startpoint,to,slack (ns),depth (start not counted)
hold / removal,ipQAMBlockValid,opModulatedValid$_SDFF_PP0_,3.57,2
setup / recovery,ipQ[2],opModulated[19]$_SDFF_PP0_,6.34,27
-- where the power goes --
group	total (mW)	internal, mW	switching, mW
clock	0.0581	0.0328	0.0253
sequential	0.0643	0.0617	0.00262
combinational	0.831	0.349	0.481
-- critical path: stages --
cell,delay [ns]
sky130_fd_sc_hd__clkdlybuf4s50_1,0.64
sky130_fd_sc_hd__inv_1,0.13
sky130_fd_sc_hd__ha_1,0.29
sky130_fd_sc_hd__ha_1,0.22
sky130_fd_sc_hd__inv_1,0.08
sky130_fd_sc_hd__fa_1,0.69
sky130_fd_sc_hd__nand3b_1,0.23
sky130_fd_sc_hd__nor2_1,0.14
sky130_fd_sc_hd__o21ai_0,0.26
sky130_fd_sc_hd__nor3_2,0.34
sky130_fd_sc_hd__nand3_1,0.21
sky130_fd_sc_hd__nor3_2,0.34
sky130_fd_sc_hd__and3_1,0.32
sky130_fd_sc_hd__nand3_1,0.17
sky130_fd_sc_hd__nor3b_1,0.37
sky130_fd_sc_hd__mux2i_1,0.13
sky130_fd_sc_hd__a22oi_1,0.31
sky130_fd_sc_hd__o22ai_1,0.13
sky130_fd_sc_hd__ha_1,0.36
sky130_fd_sc_hd__nand2_1,0.08
sky130_fd_sc_hd__o41ai_1,0.65
sky130_fd_sc_hd__nand2_1,0.11
sky130_fd_sc_hd__o2111ai_1,0.21
sky130_fd_sc_hd__a41oi_1,0.07
sky130_fd_sc_hd__a31oi_1,0.23
sky130_fd_sc_hd__o41ai_2,0.10
sky130_fd_sc_hd__a41oi_1,0.23
-- cell usage in the layout (no fill, tap or decap), types with 6 or more instances in the layout --
cell type and count:
sky130_fd_sc_hd__fa_1 10, sky130_fd_sc_hd__o22ai_1 43, sky130_fd_sc_hd__or3_1 12, sky130_fd_sc_hd__o211ai_1 17, sky130_fd_sc_hd__nor2b_1 21, sky130_fd_sc_hd__a21o_1 44
sky130_fd_sc_hd__inv_1 107, sky130_fd_sc_hd__a211oi_1 22, sky130_fd_sc_hd__o31a_1 6, sky130_fd_sc_hd__nor3_1 46, sky130_fd_sc_hd__clkdlybuf4s50_1 62, sky130_fd_sc_hd__buf_4 22
sky130_fd_sc_hd__o41ai_1 6, sky130_fd_sc_hd__or2_2 9, sky130_fd_sc_hd__a221oi_1 9, sky130_fd_sc_hd__nor4_1 6, sky130_fd_sc_hd__o221ai_1 11, sky130_fd_sc_hd__ha_1 255
sky130_fd_sc_hd__nand2_1 151, sky130_fd_sc_hd__a22oi_1 13, sky130_fd_sc_hd__and3_1 29, sky130_fd_sc_hd__xor2_1 38, sky130_fd_sc_hd__nand2b_1 18, sky130_fd_sc_hd__o21ai_0 103
sky130_fd_sc_hd__nand3_1 50, sky130_fd_sc_hd__and2_1 7, sky130_fd_sc_hd__nor2_1 131, sky130_fd_sc_hd__a21oi_1 148, sky130_fd_sc_hd__o21ai_1 8, sky130_fd_sc_hd__dfxtp_1 21
sky130_fd_sc_hd__a211o_1 10, sky130_fd_sc_hd__a221o_1 6, sky130_fd_sc_hd__o21bai_1 13, sky130_fd_sc_hd__a31oi_1 20, sky130_fd_sc_hd__nand4_1 7, sky130_fd_sc_hd__o21a_1 17
sky130_fd_sc_hd__xnor2_1 115, sky130_fd_sc_hd__mux2i_1 19
-- layout make-up --
| cell class | count | share of cell area [%] |
|---|---|---|
| multi-input combinational | 1519 | 82.6 |
| timing repair buffer | 85 | 5.83 |
| tap | 525 | 4.84 |
| sequential | 21 | 3.10 |
| inverter | 110 | 3.05 |
| clock buffer | 3 | 0.554 |
| clock inverter | 1 | 0.0369 |
-- routing by layer --
metal	GRT usage, %	vias up
li1	-	6378
met1	29.8	5834
met2	30.8	450
met3	2.79	45
met4	4.56	0
met5	0	-
-- registers in the layout, summed over array words and instances (netlist names) --
signal            count
opModulatedValid      1
opModulated          20
-- kinds of logic (layout without fill, tap and decap cells) --
kind of cell               after synthesis  count (layout)  synth area share, %
AOI/OAI and AO/OA                      562             562                 30.3
and+or+nand+nor                        514             514                 20.1
adders and majority gates              265             265                 27.6
buffers and inverters                  170             199                 5.52
xor gates and xnor gates               155             155                 11.2
muxes                                   23              23                 1.92
DFF                                     21              21                 3.42
-- cell usage after synthesis (all sizes together), types with 13 or more instances --
master	instances	area share [%]
a211oi	24	1.5
a21o	44	2.7
a21oi	149	6.2
a22oi	13	0.79
a31oi	21	1.1
and3	29	1.5
clkbuf	49	1.6
dfxtp	21	3.4
ha	255	26
inv	109	3.3
mux2i	19	1.5
nand2	151	4.6
nand2b	18	0.92
nand3	50	2.0
nor2	131	4.0
nor2b	22	1.2
nor3	51	2.2
o211ai	17	1.0
o21a	18	1.1
o21ai	111	4.5
o21bai	13	0.79
o22ai	43	2.2
or3	13	0.70
xnor2	116	8.3
xor2	39	2.8
Power is estimated from default activity; no workload was simulated.
