===== ./run.sh =====
#!/bin/bash
# OpenROAD 26Q1-2900-gdf79404cd8, Yosys 0.63+post, stock flow scripts
make -C /OpenROAD-flow-scripts/flow DESIGN_CONFIG=/design/flow/config.mk WORK_HOME=/design/flow/orfs finish

===== ./config.mk =====
export PLATFORM = sky130hd
export DESIGN_NAME = UART
export DESIGN_NICKNAME = UART
export VERILOG_FILES = /design/flow/design.v
export SDC_FILE = /design/flow/constraint.sdc
export NUM_CORES = 4
export LEC_CHECK = 1
export CORE_UTILIZATION = 40

===== ./constraint.sdc =====
current_design UART

set clk_period 3.9
set clk_io_pct 0.2

create_clock -name clk0 -period $clk_period [get_ports {ipClk}]

set non_clock_inputs [all_inputs -no_clocks]
set_input_delay [expr $clk_period * $clk_io_pct] -clock clk0 $non_clock_inputs
set_output_delay [expr $clk_period * $clk_io_pct] -clock clk0 [all_outputs]

===== ./design.v =====
module UART(
  input           ipClk,
  input           ipReset,
  input      [7:0]ipTxData,
  input           ipTxSend,
  output reg      opTxBusy,
  output reg      opTx,
  input           ipRx,
  output reg [7:0]opRxData,
  output reg      opRxValid
);
typedef enum{  
Wait,
Process
} tState;
tState txState;
tState rxState;
reg[9:0] txClkCount = 0; 
reg[9:0] rxClkCount = 0; 
reg[7:0] txData = 0;
reg[7:0] rxData = 0;
reg[3:0] BitsSent = 0; 
reg[3:0] BitsReceived = 0; 
wire txClkBaud = (txClkCount == 16);  
wire rxClkBaud = (rxClkCount == 16);  
reg Rx;
always @(posedge(ipClk)) begin
	if(txClkBaud) begin
		txClkCount <= 9'd1;
	end
	else begin 
		txClkCount <= txClkCount + 1'b1;
	end
	if (!ipReset) begin
		if (txClkBaud) begin  
			case(txState)
				Wait: begin 
					if (~ipTxSend) begin
						opTxBusy <= 0;  
						opTx <= 1;  
					end else begin
						txData <= ipTxData;
						opTxBusy <= 1;  
						opTx <= 0; 
						txState <= Process;
					end
				end
				Process: begin
					if (BitsSent != 8) begin
						txData <= txData >> 1;
						opTx <= txData;
						BitsSent <= BitsSent + 1;
					end else begin 
						opTx <= 1;
						BitsSent <= 0;
						txState <= Wait;
					end
				end
				default:;
			endcase
		end	
	end else begin  
		opTxBusy <= 0; 
		opTx <= 1;
		txClkCount <= 10'b0; 
		BitsSent <= 3'b0; 
		txState <= Wait;
		txData <= 8'b0;
	end
end
always @(posedge(ipClk)) begin
	Rx <= ipRx;
	if (!ipReset) begin
		if (rxState == Wait && Rx) begin
			rxClkCount <= 7;  
		end else if(rxClkBaud) begin
			rxClkCount <= 9'd1;
		end else begin 
			rxClkCount <= rxClkCount + 1'b1;
		end
		if (rxClkBaud) begin
			case (rxState)
				Wait: begin
					if (Rx) begin
						opRxValid <= 0;
					end else begin
						opRxValid <=0;
						rxState <= Process;
					end
				end 
				Process: begin
					if (BitsReceived != 8) begin
						rxData <= {Rx, rxData[7:1]};
						BitsReceived <= BitsReceived + 1;
					end else begin
						if (Rx == 1) begin
							opRxData <= rxData;
							rxData <= 0;
							opRxValid <= 1;
							BitsReceived <= 0; 
							rxState <= Wait;
						end
					end				
				end
				default:;
			endcase
		end else begin
			opRxValid <= 0;
		end
	end else begin  
		opRxValid <= 0; 
		BitsReceived <= 3'b0; 
		rxState <= Wait;
		rxData <= 8'b0;
		Rx <= 0;
	end
end
endmodule

==> node_exporter_impl.prom <==
# HELP chip_impl_metric Implementation results
# TYPE chip_impl_metric gauge
chip_impl_metric{name="cts.reportedPaths.clkPinSlew",unit="ps"} 70
chip_impl_metric{name="synth_warn",unit=""} 1
chip_impl_metric{name="drv_slew",unit=""} 0
chip_impl_metric{name="grt_pass1_wl",unit="um"} 8910
chip_impl_info{name="critical_path.reg2reg.endpoint",value="txState[0]$_DFF_P_"} 1
chip_impl_metric{name="crit_arrival",unit="ps"} 2380
chip_impl_metric{name="antennaDiodeCount",unit=""} 0
chip_impl_metric{name="p_leak",unit="nW"} 1.09
chip_impl_metric{name="buffers_inserted_during_post_cts_setup_optimization",unit=""} 0
chip_impl_metric{name="period_minus_slack",unit="ps"} 2170
chip_impl_metric{name="ys_async_rst_share",unit="%"} 0
chip_impl_metric{name="fill_cells",unit=""} 581
chip_impl_metric{name="final-comb-area",unit="sq um"} 1240
chip_impl_metric{name="critical_path_required",unit="ps"} 4110
chip_impl_metric{name="synth.avg_cell_area",unit="sq um"} 9.40
chip_impl_metric{name="setup_violations",unit=""} 0
chip_impl_metric{name="grt_start_max_net_pins",unit=""} 24
chip_impl_metric{name="synth_flops",unit=""} 60
chip_impl_metric{name="ir_worst_vdd",unit="mV"} 0.200
chip_impl_metric{name="avgRoutedWirePerCell",unit="um"} 12.5
chip_impl_metric{name="maxClockFrequency",unit="MHz"} 461
chip_impl_info{name="critPathKind",value="input pin to flop"} 1
chip_impl_metric{name="post_synth_inst_count",unit=""} 292
chip_impl_metric{name="die_h",unit="um"} 84.8
chip_impl_metric{name="clock_sink_count",unit=""} 60
chip_impl_metric{name="slew_at_the_pin_with_the_worst_max_slew_slack",unit="ps"} 655
chip_impl_metric{name="drc_errors",unit=""} 0
chip_impl_metric{name="drt-pass1-iter-count",unit=""} 7
chip_impl_metric{name="vias",unit=""} 2066
chip_impl_metric{name="postSynthSeqShare",unit="%"} 50.3
chip_impl_metric{name="die_area",unit="sq um"} 7200
chip_impl_metric{name="io_buffer_count",unit=""} 22
chip_impl_info{name="rr_startpoint",value="txClkCount[0]$_SDFF_PP0_"} 1
chip_impl_metric{name="grt.overflow.total",unit=""} 0
chip_impl_info{name="outcome",value="complete, no violations"} 1
chip_impl_metric{name="synth_largest_type_area_fraction",unit="%"} 30.6
chip_impl_metric{name="ys_cells",unit=""} 292
chip_impl_metric{name="worst-r2r-cell-count",unit=""} 6
chip_impl_info{name="worstSetupStartpointType",value="input pin"} 1
chip_impl_metric{name="regToRegSetupSlack",unit="ps"} 1940
chip_impl_metric{name="globalRouteTotalUtil",unit="%"} 15.6
chip_impl_metric{name="std_cell_rows",unit=""} 29
chip_impl_metric{name="cellPowerDensity",unit="nW/um^2"} 378
chip_impl_metric{name="ctsHtreeMaxLevel",unit=""} 3
chip_impl_metric{name="place_congestion",unit=""} 0.823
chip_impl_metric{name="io_pins",unit=""} 23
chip_impl_metric{name="layout-drive-gt1-share",unit="%"} 9.09
chip_impl_metric{name="timing.clock.skew",unit="ps"} 7.60
chip_impl_metric{name="area.growth.synth_to_final",unit="%"} 16.2
chip_impl_info{name="worst_setup_end_kind",value="flop"} 1
chip_impl_metric{name="die-width",unit="um"} 84.8
chip_impl_metric{name="count_of_library_flops_with_an_enable_pin",unit=""} 18
chip_impl_metric{name="grt_pass1_vias",unit=""} 1940
chip_impl_info{name="crit_end",value="txClkCount[6]$_SDFF_PP0_"} 1
chip_impl_metric{name="drt-vias-per-instance",unit=""} 5.22
chip_impl_metric{name="core",unit="sq um"} 6490
chip_impl_metric{name="timing.slew.headroom",unit="%"} 56.3
chip_impl_metric{name="openroad.warnings",unit=""} 29
chip_impl_metric{name="post_synth_num_cell_types",unit=""} 42
chip_impl_metric{name="cts_repair_resize_count",unit=""} 0
chip_impl_metric{name="drt_first_iter_violations",unit=""} 121
chip_impl_metric{name="cts-hold-fix-buffers",unit=""} 0
chip_impl_metric{name="synth_chip_area",unit="sq um"} 2740
chip_impl_metric{name="total_wire_length_after_detailed_routing",unit="um"} 4950
chip_impl_metric{name="total_power",unit="W"} 0.00121
chip_impl_metric{name="footprint_of_the_flip_flops_and_latches",unit="sq um"} 1380
chip_impl_metric{name="number_of_antenna_violations_at_the_first_check_in_global_routing",unit=""} 0
chip_impl_metric{name="clk-insertion-delay-late",unit="ps"} 330
chip_impl_metric{name="final_antenna_net_count",unit=""} 0
chip_impl_metric{name="post-route-period-util",unit="%"} 55.6
chip_impl_info{name="synthDominantAreaCellType",value="sky130_fd_sc_hd__dfxtp_1"} 1
chip_impl_metric{name="cts_inserted_buffers",unit=""} 9
chip_impl_info{name="start_point_of_the_critical_path",value="ipReset"} 1
chip_impl_metric{name="clockBufferDepth",unit=""} 2
chip_impl_info{name="synthTopCellsByArea",value="sky130_fd_sc_hd__dfxtp_1, sky130_fd_sc_hd__edfxtp_1, sky130_fd_sc_hd__a21oi_1"} 1
chip_impl_metric{name="floorplanUtilization",unit="%"} 42.2
chip_impl_info{name="cts_root_buf",value="sky130_fd_sc_hd__clkbuf_8"} 1
chip_impl_info{name="tritoncts_clock_tree",value="yes"} 1
chip_impl_metric{name="timing.max_cap.violations",unit=""} 0
chip_impl_metric{name="finalHoldViolations",unit=""} 0
chip_impl_metric{name="crit_fanout",unit=""} 14
chip_impl_info{name="grt_setup_unrepaired",value="false"} 1
chip_impl_metric{name="dp.final_hpwl",unit="um"} 3190
chip_impl_metric{name="totalNegativeSetupSlack",unit="ps"} 0
chip_impl_metric{name="hold-worst-slack",unit="ps"} 431
chip_impl_metric{name="syn-cell-area",unit="sq um"} 2740
chip_impl_info{name="hold_path.class",value="flop to flop"} 1
chip_impl_info{name="synthFlopType",value="sky130_fd_sc_hd__dfxtp_1"} 1
## worst min-delay path by stage
| stage | from | endpoint | slack, ps | cells past startpoint |
|---|---|---|---|---|
| 4_1_cts | rxData[0]$_SDFFE_PP0P_ | opRxData[0]$_DFFE_PP_ | 430 | 0 |
| 5_1_grt | rxData[0]$_SDFFE_PP0P_ | opRxData[0]$_DFFE_PP_ | 440 | 0 |
| 6_report | rxData[0]$_SDFFE_PP0P_ | opRxData[0]$_DFFE_PP_ | 430 | 0 |
## metal layers
metal,GRT usage [%],share of wire [%],vias to the layer above
met4,2.77,0.95,0
met1,25.4,51,936
met5,0,0,-
met2,22.7,43,43
met3,3.55,4.9,4
li1,-,-,1083
## layout make-up
cell class                      count  share of cell area [%]
Clock buffer                        9                    3.88
Sequential cell                    60                    43.3
Clock inverter                      7                    1.37
Inverter                           18                    2.12
Multi-Input combinational cell    201                    38.9
Tap cell                           77                    3.02
Timing Repair Buffer               24                    7.38
## report_power, final
| group | total [W] | internal, W | leakage (nW) | switching [W] |
|---|---|---|---|---|
| registers | 0.000674 | 0.000657 | 0.512 | 0.0000171 |
| logic | 0.0000658 | 0.0000315 | 0.495 | 0.0000344 |
| clock network | 0.000465 | 0.000226 | 0.0848 | 0.000239 |
| total | 0.00121 | 0.000914 | 1.09 | 0.000291 |
## stage by stage
step                      utilization (%)  cells  cell area [sq um]  setup WS (ps)
after floorplan                         -    292               2740           1710
after global placement               46.5    380               3020           1370
after detailed placement             46.5    380               3020           1350
after CTS                            49.1    396               3190           1710
after global routing                 49.1    396               3190           1600
final                                49.1    396               3190           1730
## logic make-up (layout without fill, tap and decap cells)
| family | after synthesis | after routing | share of synthesized area, % |
|---|---|---|---|
| XOR/XNOR | 16 | 16 | 5.11 |
| AND/OR/NAND/NOR | 112 | 112 | 21.7 |
| multiplexers | 8 | 8 | 3.24 |
| AND-OR/OR-AND | 57 | 57 | 11.6 |
| buffers and inverters | 31 | 58 | 4.42 |
| adder cells (fa/ha/maj) | 8 | 8 | 3.65 |
| flip-flops | 60 | 60 | 50.3 |
## flip-flops by register name (all words and copies together), names as in the netlist
signal and cells:
rxClkCount 10, txClkCount 10, opRxData 8, rxData 8, txData 8, BitsReceived 4
BitsSent 4, rxState 2, txState 2, Rx 1, opRxValid 1, opTx 1
opTxBusy 1
## worst max-delay path, cell delays in order
cell and delay, ps:
sky130_fd_sc_hd__clkdlybuf4s50_1 790, sky130_fd_sc_hd__inv_1 380, sky130_fd_sc_hd__nand2_1 330, sky130_fd_sc_hd__nor2_1 90
## cells in the mapped netlist, types with 4 or more instances
cell / number
sky130_fd_sc_hd__ha_1: 8
sky130_fd_sc_hd__clkbuf_1: 9
sky130_fd_sc_hd__buf_2: 4
sky130_fd_sc_hd__mux2_2: 7
sky130_fd_sc_hd__o21ai_0: 19
sky130_fd_sc_hd__inv_1: 18
sky130_fd_sc_hd__edfxtp_1: 18
sky130_fd_sc_hd__nand2_1: 22
sky130_fd_sc_hd__a21oi_1: 28
sky130_fd_sc_hd__nor3_1: 8
sky130_fd_sc_hd__dfxtp_1: 42
sky130_fd_sc_hd__xnor2_1: 12
sky130_fd_sc_hd__nand4_1: 13
sky130_fd_sc_hd__xor2_1: 4
sky130_fd_sc_hd__nand3_1: 21
sky130_fd_sc_hd__nor2_1: 26
## layout by cell type (no fill, tap or decap), drive strengths merged, types with 4 or more instances in the layout
cell | netlist | final
nand2 | 22 | 22
xnor2 | 12 | 12
edfxtp | 18 | 18
inv | 18 | 18
nand4 | 14 | 14
xor2 | 4 | 4
ha | 8 | 8
nor3 | 8 | 8
dfxtp | 42 | 42
clkbuf | 9 | 9
nor2 | 26 | 26
o21ai | 19 | 19
clkinv | 0 | 5
a21oi | 28 | 28
mux2 | 7 | 7
nand3 | 22 | 22
clkdlybuf4s50 | 0 | 22
Power is estimated from default activity; no workload was simulated.
